### design.v
`timescale 1ns / 1ps
module top (clk, digit, Seven_Segment);
    input clk;
    output reg [3:0] digit;
    output reg [7:0] Seven_Segment;   
    wire [5:0] sec, min;
    wire [6:0] dg3, dg2, dg1, dg0;
    wire [3:0] sec_ones, sec_tens, min_ones, min_tens;
    stopwatch sw(clk, sec, min);
    digit_splitter ds (
        .sec(sec),
        .min(min),
        .sec_tens(sec_tens),
        .sec_ones(sec_ones),
        .min_tens(min_tens),
        .min_ones(min_ones)
    );
    bcd_to_ssd dg_1(min_tens, dg0);
    bcd_to_ssd dg_2(min_ones, dg1);
    bcd_to_ssd dg_3(sec_tens, dg2);
    bcd_to_ssd dg_4(sec_ones, dg3);
    reg [15:0] count = 0;
    reg [1:0] digit_sel = 0;
    always @(posedge clk) begin
        count <= count + 1;
        if (count == 50000) begin
            count <= 0;
            digit_sel <= digit_sel + 1;
        end
    end
    always @(*) begin
        case (digit_sel)
            2'd0: begin
                digit = 4'b1110;
                Seven_Segment[6:0] = dg0;
            end
            2'd1: begin
                digit = 4'b1101;
                Seven_Segment[6:0] = dg1;
            end
            2'd2: begin
                digit = 4'b1011;
                Seven_Segment[6:0] = dg2;
            end
            2'd3: begin
                digit = 4'b0111;
                Seven_Segment[6:0] = dg3;
            end
        endcase
        Seven_Segment[7] = 1'b0;  
    end
endmodule
module digit_splitter (
    input [5:0] sec,
    input [5:0] min,
    output [3:0] sec_tens,
    output [3:0] sec_ones,
    output [3:0] min_tens,
    output [3:0] min_ones
);
    assign sec_ones = sec % 10;
    assign sec_tens = sec / 10;
    assign min_ones = min % 10;
    assign min_tens = min / 10;
endmodule
module bcd_to_ssd (
    input  [3:0] bcd,
    output reg [6:0] ssd
);
    always @(*) begin
        case (bcd)
            4'd0: ssd = 7'b0000001;  
            4'd1: ssd = 7'b1001111; 
            4'd2: ssd = 7'b0010010; 
            4'd3: ssd = 7'b0000110; 
            4'd4: ssd = 7'b1001100; 
            4'd5: ssd = 7'b0100100;
            4'd6: ssd = 7'b0100000;
            4'd7: ssd = 7'b0001111;
            4'd8: ssd = 7'b0000000;
            4'd9: ssd = 7'b0001000;
            default: ssd = 7'b1111111;
        endcase
    end
endmodule
module stopwatch (
    input clk,
    output [5:0] sec_op,
    output [5:0] min_op
);
    reg [27:0] counter = 0;
    reg [5:0] sec = 0, min = 0;
    always @(posedge clk) begin
        counter <= counter + 1;
        if (counter == 50000000) begin
            counter <= 0;
            sec <= sec + 1;
            if (sec == 59) begin
                sec <= 0;
                min <= min + 1;
            end
        end
    end
    assign sec_op = sec;
    assign min_op = min;
endmodule
### run.sh
#!/bin/bash
# OpenROAD 26Q1-2900-gdf79404cd8, Yosys 0.63+post, stock flow scripts
make -C /OpenROAD-flow-scripts/flow DESIGN_CONFIG=/design/flow/config.mk WORK_HOME=/design/flow/orfs finish
### config.mk
export PLATFORM = sky130hd
export DESIGN_NAME = top
export DESIGN_NICKNAME = top
export VERILOG_FILES = /design/flow/design.v
export SDC_FILE = /design/flow/constraint.sdc
export NUM_CORES = 4
export LEC_CHECK = 1
export CORE_UTILIZATION = 40
### constraint.sdc
current_design top

set clk_period 5.1
set clk_io_pct 0.2

create_clock -name clk0 -period $clk_period [get_ports {clk}]

set non_clock_inputs [all_inputs -no_clocks]
set_input_delay [expr $clk_period * $clk_io_pct] -clock clk0 $non_clock_inputs
set_output_delay [expr $clk_period * $clk_io_pct] -clock clk0 [all_outputs]
==> results.toml <==
# generated from flow reports
[setup_path]
crit_path_end_kind = "output pin"
r2r_end = "sw.min[1]"
path_cells = "inv_2 -> ha_1 -> inv_1 -> ha_1 -> nand2b_4 -> o221ai_1 -> a221o_1 -> buf_4 -> and2_1 -> a311o_2 -> mux2i_1 -> a221o_1 -> a32oi_1 -> clkdlybuf4s50_1"
rr_startpoint = "sw.counter[0]"
crit_arrival_ps = 3920
required_ps = 4080
cp_top_family = "AND-OR/OR-AND gates"
critPathBufInv = 4
crit_slowest_cell = "clkdlybuf4s50_1"
rrSetupSlack_ps = 2940
worst_path_largest_cell_delay_ps = 490
startpoint_type = "register"
cp_max_fo = 4
rr_worst_depth = 7
critPathKind = "reg -> out"

[floorplanning]
die_x_um = 107.1
core_area_um2 = 10510
fp_util_pct = 42.01
die_h_um = 107.1
ios = 13
fp-row-count = 37
chipArea_um2 = 11460

[logic_synthesis]
ys_warn_count = 3
ff_type = "dfxtp_1"
syn_area_um2 = 4414
ys_cells = 513
synth_area_per_cell_um2 = 8.605
top_area_cell = "dfxtp_1"
top_cell_area_share_pct = 19.95
synth.ff_latch_count = 58
async_reset_ff_share_pct = 0
area_leaders = "dfxtp_1 (20%), ha_1 (13%), edfxtp_1 (9.5%)"
yosysChipArea_um2 = 4414
edf_count = 14
synth_seq_share_pct = 29.48
ys_types = 75
synthCells = 513

[cts]
numCtsBuffers = 9
insertion_delay_ps = 330
cts.path.max_buffers = 2
cts_hold_buf = 0
cts_tree = "yes"
htree_levels = 3
clk_pin_slew_worst_paths_ps = 60
cts_num_sinks = 58
clock-root-buffer = "clkbuf_8"

[sta]
rsz0062_at_grt = "true"
tightest_slew_ps = 783.5
post-route-min-period_ps = 4937
finalClockPeriodUsage_pct = 96.80
skew_ps = 7.329
fin_hold_ws_ps = 473.6
fin_tns_setup_ps = 0
fmax_mhz = 202.6
setup_viol = 0
finalHoldViolCount = 0
max_slew_margin_pct = 47.57
drv_slew = 0

[final_layout]
drive_gt1_share_pct = 15.12
nFillCells = 956
syn_to_final_growth_pct = 16.50
lay_top_count = "nor2_1"
fin_area_um2 = 5142
final_cell_mix = "nor2_1 (49), ha_1 (45), dfxtp_1 (44)"

[place]
placed_area_um2 = 4664
place_congestion = 0.8846
detailed_place_hpwl_um = 6410
portBuffers = 11

[global_route]
first_global_vias = 3382
grt_pass1_wl_um = 15460
grt.overflow.total = 0
globalRouteTotalUtil_pct = 16.74
grt_antenna_before_repair = 0
grt_max_degree = 21

[detailed_routing]
dr_total_vias = 3618
drtAntennaViolNets = 0
drc = 0
vias_per_cell = 5.282
dr.pass1.iters = 4
num_antenna_cells = 0
post_drt_wl_per_cell_um = 13.11
wl_um = 8981
drt_iter0_drc = 143

[hold_path]
worstHoldStart = "sw.counter[24]"
hold_path_end = "sw.counter[24]"
whs_path_depth = 1
hold_class = "reg -> reg"

[status]
status = "finished clean"

[run]
warnings = 60
cap_violations = 0

[power_and_ir_drop]
vdd_drop_max_mv = 0.1651
power_density_nw_per_um2 = 183.1
p_leak_uw = 0.002076
-- kinds of logic after synthesis --
group	Yosys count	share of synthesized area (%)
buf+inv	56	5.952
flops	58	29.48
fa+ha+maj	48	13.55
compound gates	106	17.57
other cells	1	0.08495
simple gates	187	21.71
xor+xnor	48	9.524
mux	9	2.126
-- worst max path at each step --
stage                              end  slack (ps)  startpoint  depth (start not counted)
after CTS             Seven_Segment[3]          20   sw.min[4]                         17
after global routing  Seven_Segment[1]         -50   sw.min[4]                         14
final                 Seven_Segment[3]         160   sw.min[4]                         14
-- through the flow --
step           instances  total power [uW]  util [%]  worst slack, ps
2_1_floorplan        513             478.9         -            590.5
3_3_place_gp         654             478.4     44.39            166.8
3_5_place_dp         654             478.3     44.39            76.05
4_1_cts              674             955.7     47.14            23.92
5_1_grt              685             976.2     48.93           -45.56
6_report             685             941.8     48.93            163.4
-- cells in the mapped netlist, drive strengths merged, types with 10 or more instances --
cell type / n
clkbuf: 11
dfxtp: 44
o21ai: 29
and3: 10
inv: 38
nand3: 20
xor2: 21
edfxtp: 14
nand2: 39
nor2: 51
nand4: 15
xnor2: 27
a21oi: 16
ha: 47
-- layout make-up --
type	count	area, um^2	share of cell area (%)
tap	136	170.2	3.309
timing repair buffer	38	315.3	6.131
clock buffer	13	190.2	3.698
sequential	58	1301	25.30
clock inverter	3	41.29	0.8029
inverter	38	142.6	2.774
multi-input combinational	399	2982	57.98
-- where the power goes --
part           internal (uW)  switching (uW)
Combinational              0          0.0108
Sequential               468               0
Clock                    295             179
-- timing repair --
action | 4_1_cts | 5_1_grt
resized | 7 | 26
endpoints found under the setup margin | 7 | 7
pin swaps | 2 | 10
buffers inserted | 4 | 11
-- routing by layer --
metal	GRT usage, %	part of all wire [%]
met1	25.36	53
met2	26.54	44
met3	2.542	2.5
met4	1.859	0.80
met5	0	0
-- state kept, by name, indices dropped and copies added, names as in the netlist --
name and cells:
digit_sel 2, count 16, sw.counter 28, sw.sec 6, sw.min 6
Power and IR drop assume default switching activity.
